--- /design/flow/run.sh ---
#!/bin/bash
# OpenROAD 26Q1-2900-gdf79404cd8, Yosys 0.63+post, stock flow scripts
make -C /OpenROAD-flow-scripts/flow DESIGN_CONFIG=/design/flow/config.mk WORK_HOME=/design/flow/orfs finish
--- /design/flow/config.mk ---
export PLATFORM = sky130hd
export DESIGN_NAME = extra_sketchy
export DESIGN_NICKNAME = extra_sketchy
export VERILOG_FILES = /design/flow/design.v
export SDC_FILE = /design/flow/constraint.sdc
export NUM_CORES = 4
export LEC_CHECK = 1
export CORE_UTILIZATION = 30
export SYNTH_HDL_FRONTEND = slang
--- /design/flow/constraint.sdc ---
current_design extra_sketchy

set clk_period 105.5
set clk_io_pct 0.2

create_clock -name clk0 -period $clk_period [get_ports {clk}]

set non_clock_inputs [all_inputs -no_clocks]
set_input_delay [expr $clk_period * $clk_io_pct] -clock clk0 $non_clock_inputs
set_output_delay [expr $clk_period * $clk_io_pct] -clock clk0 [all_outputs]
--- /design/flow/design.v ---
`timescale 1ns / 1ps
module button(
    input clk,
    input debounce_clk,
    input button,
    output reg pressed = 0
    );
	reg [1:0] step = 2'b0;
	always @(posedge clk) begin
		if (debounce_clk) begin
			step <= {button, step[1]};
		end
		pressed <= step[1] & ~step[0] & debounce_clk;
	end
endmodule
`timescale 1ns / 1ps
module clock(
    input clk,
    output reg divided_clk
    );
	 parameter DIVIDER = 0;
	 reg [31:0] counter = 32'b0;
	always @(posedge clk) begin
		if(counter + 32'b1 == DIVIDER) begin
			counter <= 32'b0;
			divided_clk <= 1;
		end
		else begin
			counter <= counter + 32'b1;
			divided_clk <= 0;
		end
	end
endmodule
`timescale 1ns / 1ps
module debouncer(
    input clk,
    input debounce_clk,
    input increase_button,
    input decrease_button,
    input [7:0] sw,
    output increase,
    output decrease,
    output [7:0] color
    );
	 button inc(clk, debounce_clk, increase_button, increase);
	 button dec(clk, debounce_clk, decrease_button, decrease);
	 genvar i;
	 generate
	 for(i = 0; i < 8; i = i + 1) begin : switch_instantiation
		switch s(clk, debounce_clk, sw[i], color[7-i]);
	 end
	 endgenerate
endmodule
`timescale 1ns / 1ps
module draw(
		image,
		x,
		y,
		radius,
		color,
		output_image
    );
	 parameter WIDTH = 40;
	 parameter HEIGHT = 30;
    input [WIDTH*HEIGHT*8-1:0] image;
    input [4:0] x;
    input [4:0] y;
    input [4:0] radius;
	 input [7:0] color;
    output reg [WIDTH*HEIGHT*8-1:0] output_image;
	 reg [4:0] i;
	 reg [4:0] j;
	 reg [4:0] x_dist;
	 reg [4:0] y_dist;
	 always @* begin
		for(i = 0; i < HEIGHT; i = i + 1) begin
			for(j = 0; j < WIDTH; j = j + 1) begin
				x_dist = (x > j) ? x - j : j - x;
				y_dist = (y > i) ? y - i : i - y;
				if(x_dist <= radius && y_dist <= radius) begin
					output_image[(i*WIDTH+j)*8+:8] = color;
				end
				else begin
					output_image[(i*WIDTH+j)*8+:8] = image[(i*WIDTH+j)*8+:8];
				end
			end
		end
	 end
endmodule
`timescale 1ns / 1ps
module extra_sketchy(
    input clk,
	 input [7:0] sw,
	 input btnL,
	 input btnR,
	 input MISO,
	 output SS,
	 output MOSI,
	 output SCK,
	 output Hsync,
	 output Vsync,
	 output [2:0] vgaRed,
	 output [2:0] vgaGreen,
	 output [1:0] vgaBlue
    );
	 `timescale 1ns / 1ps
localparam SCREEN_WIDTH = 20;
localparam SCREEN_HEIGHT = 15;
localparam SCREEN_SIZE = SCREEN_WIDTH * SCREEN_HEIGHT;
localparam SCALING_FACTOR = 640 / SCREEN_WIDTH;
localparam MAX_X = 1920;
localparam MAX_Y = 1080;
	 wire [39:0] data;
	 wire [4:0] x;
	 wire [4:0] y;
	 wire debounce_clk;
	 wire pixel_clk;
	 wire spi_clk;
	 wire increase;
	 wire decrease;
	 wire [7:0] color;
	 wire [4:0] radius;
	 wire [SCREEN_SIZE*8-1:0] screen;
	 wire left_button;
	 wire [SCREEN_SIZE*8-1:0] draw_image;
	clock #(32'd166667) divider(clk, debounce_clk);
	clock #(32'd4) vga_divider(clk, pixel_clk);
	clock #(32'd50) spi_divider(clk, spi_clk);
	debouncer debounce(clk, debounce_clk, btnL, btnR, sw, increase, decrease, color); 
	spi spi_controller(clk, spi_clk, MISO, SS, MOSI, SCK, valid, data);
	joystick #(18'd262143, 18'd262143, SCREEN_WIDTH, SCREEN_HEIGHT, SCALING_FACTOR) jstk(clk, valid, data, x, y, left_button);
	vga vga_controller(clk, pixel_clk, draw_image, Hsync, Vsync, vgaRed, vgaGreen, vgaBlue);
	radius #(10) radius_controller(clk, increase, decrease, radius);
	image #(SCREEN_SIZE*8) memory(clk, left_button, draw_image, screen);
	draw #(SCREEN_WIDTH, SCREEN_HEIGHT) drawer(screen, x, y, radius, color, draw_image);
endmodule
`timescale 1ns / 1ps
module image(
    clk,
    draw,
    draw_image,
	 image
    );
	 `timescale 1ns / 1ps
localparam SCREEN_WIDTH = 20;
localparam SCREEN_HEIGHT = 15;
localparam SCREEN_SIZE = SCREEN_WIDTH * SCREEN_HEIGHT;
localparam SCALING_FACTOR = 640 / SCREEN_WIDTH;
localparam MAX_X = 1920;
localparam MAX_Y = 1080;
	 parameter WIDTH = SCREEN_SIZE*8;
	 input clk;
	 input draw;
	 input [WIDTH-1:0] draw_image;
    output reg [WIDTH-1:0] image = 0;
	 always @(posedge clk) begin
		if(draw) begin
			image <= draw_image;
		end
	 end
endmodule
`timescale 1ns / 1ps
module joystick(
    input clk,
	 input valid,
	 input [39:0] data,
    output reg [4:0] x = 0,
    output reg [4:0] y = 0,
    output reg button
    );
	 parameter MAX_X = 16'd65535;
	 parameter MAX_Y = 16'd65535;
	 parameter SCREEN_WIDTH = MAX_X;
	 parameter SCREEN_HEIGHT = MAX_Y;
	 parameter SCALING_FACTOR = 0;
	 reg [9:0] x_reading;
	 reg [9:0] y_reading;
	 reg [2:0] buttons;
	 reg [9:0] v_x;
	 reg [9:0] v_y;
	 reg x_sign;
	 reg y_sign;
	 reg [17:0] internal_x = 0;
	 reg [17:0] internal_y = 0;
	 always @* begin
		x_reading = {data[31-:8], data[39-:8]}[9:0];
		y_reading = {data[15-:8], data[23-:8]}[9:0];
		buttons = data[2:0];
		v_x = (x_reading >= 10'd512) ? (x_reading - 10'd512) / 10'd128 : (10'd511 - x_reading) / 10'd128;
		v_y = (y_reading >= 10'd512) ? (y_reading - 10'd512) / 10'd128 : (10'd511 - y_reading) / 10'd128;
		x_sign = x_reading < 10'd512;
		y_sign = y_reading < 10'd512;
	 end
	 always @(posedge clk) begin
		if(valid) begin
			button <= buttons[1];
			if(x_sign) begin
				internal_x <= (internal_x >= v_x) ? internal_x - v_x : 11'd0;
			end
			else begin
				internal_x <= (internal_x <= MAX_X - v_x - 4*SCALING_FACTOR) ? internal_x + v_x : MAX_X;
			end
			if(!y_sign) begin
				internal_y <= (internal_y >= v_y) ? internal_y - v_y : 11'd0;
			end
			else begin
				internal_y <= (internal_y <= MAX_Y - v_y - 4*SCALING_FACTOR) ? internal_y + v_y : MAX_Y;
			end
		end
		else begin
			x <= internal_x / (MAX_X / SCREEN_WIDTH);
			y <= internal_y / (MAX_X / SCREEN_HEIGHT);
		end
	 end
endmodule
`timescale 1ns / 1ps
module radius(
    input clk,
    input increase,
    input decrease,
    output reg [4:0] radius = 0
    );
	 parameter MAX_RADIUS = 10;
	 always @(posedge clk) begin
		if(increase && !decrease && radius < MAX_RADIUS) begin
			radius <= radius + 4'd1;
		end
		else if(decrease && !increase && radius > 0) begin
			radius <= radius - 4'd1;
		end
	 end
endmodule
`timescale 1ns / 1ps
module spi(
    input clk,
    input divided_clk,
    input miso,
    output reg ss = 1,
    output reg mosi = 1,
    output reg sck,
	 output reg valid = 0,
	 output reg [39:0] data
    );
	 localparam IDLE = 3'd0;
	 localparam START = 3'd1;
	 localparam BYTE = 3'd2;
	 localparam STOP = 3'd3;
	 localparam END = 3'd4;
	 reg [2:0] state = IDLE;
	 reg [2:0] byte_counter = 0;
	 reg [4:0] counter = 0;
	 always @(posedge clk) begin
		if(divided_clk) begin
			case(state)
				IDLE: begin
					ss <= 0;
					sck <= 0;
					state <= START;
				end
				START: begin
					if(counter == 5'd30) begin
						state <= BYTE;
						counter <= 0;
					end
					else begin
						counter <= counter + 5'd1;
					end
				end
				BYTE: begin
					if(sck) begin
						sck <= 0;
						data <= {data[38:0], miso};
						if(counter == 5'd7) begin
							counter <= 0;
							state <= STOP;
						end
						else begin
							counter <= counter + 5'd1;
						end
					end
					else begin
						sck <= 1;
					end
				end
				STOP: begin
					if(counter == 5'd20) begin
						counter <= 0;
						if(byte_counter == 3'd4) begin
							state <= END;
							byte_counter <= 0;
							valid <= 1;
						end
						else begin
							byte_counter <= byte_counter + 3'd1;
							state <= BYTE;
						end
					end
					else begin
						counter <= counter + 5'd1;
					end
				end
				END: begin
					ss <= 1;
					state <= IDLE;
					valid <= 0;
				end
				default: begin
				end
			endcase
		end
	 end
endmodule
`timescale 1ns / 1ps
module switch(
    input clk,
    input debounce_clk,
    input switch,
    output reg state
    );
	 initial state = 0;
	reg [1:0] step = 2'b0;
	always @(posedge clk) begin
		if(debounce_clk) begin
			step <= {switch, step[1]};
		end
		if(step[1] && !step[0] && debounce_clk) begin
			state <= 1;
		end
		else if(!step[1] && step[0] && debounce_clk) begin
			state <= 0;
		end
	end
endmodule
`timescale 1ns / 1ps
module vga(
    input clk,  
	 input divided_clk,
	 input [2399:0] image,
    output hsync,
    output vsync,
    output reg [2:0] red,
    output reg [2:0] green,
    output reg [1:0] blue
    );
parameter hpixels = 800; 
parameter vlines = 521;  
parameter hpulse = 96; 	 
parameter vpulse = 2; 	 
parameter hbp = 144; 	 
parameter hfp = 784; 	 
parameter vbp = 31; 		 
parameter vfp = 511; 	 
`timescale 1ns / 1ps
localparam SCREEN_WIDTH = 20;
localparam SCREEN_HEIGHT = 15;
localparam SCREEN_SIZE = SCREEN_WIDTH * SCREEN_HEIGHT;
localparam SCALING_FACTOR = 640 / SCREEN_WIDTH;
localparam MAX_X = 1920;
localparam MAX_Y = 1080;
reg [9:0] hc = 0;
reg [9:0] vc = 0;
always @(posedge clk)
begin
	if(divided_clk) begin
		if (hc < hpixels - 1)
			hc <= hc + 10'd1;
		else
		begin
			hc <= 0;
			if (vc < vlines - 1)
				vc <= vc + 10'd1;
			else
				vc <= 0;
		end
	end
end
assign hsync = (hc < hpulse) ? 1'b0:1'b1;
assign vsync = (vc < vpulse) ? 1'b0:1'b1;
reg [7:0] pixel;
always @(*)
begin
	if (vc >= vbp && vc < vfp)
	begin
		if (hc >= hbp && hc < hfp)
		begin
			pixel = image[8*((vc-vbp)/SCALING_FACTOR*SCREEN_WIDTH+(hc-hbp)/SCALING_FACTOR)+:8];
			red = pixel[2:0];
			green = pixel[5:3];
			blue = pixel[7:6];
		end
		else
		begin
			red = 0;
			green = 0;
			blue = 0;
		end
	end
	else
	begin
		red = 0;
		green = 0;
		blue = 0;
	end
end
endmodule
==> flow_metrics.tcl <==
# yosys + openroad results
set metrics [dict create \
    drt-pass1-iter-count 7 \
    drc 0 \
    route.met2.wl_mm 177 \
    cts_htree_levels 5 \
    max_slew_margin_pct 13.6 \
    clk_path_buf_depth 4 \
    cp.arrival_ns 9.20 \
    global_route_wire_length_before_repair_mm 600 \
    number_of_violations_of_the_max_capacitance_limit 0 \
    total_count_of_max_transition_violations_in_the_final_report 0 \
    timing.final.hold_violations 0 \
    area_of_the_core_region_mm2 0.491 \
    worst_hold_path_cell_count 1 \
    detail_route.vias_per_cell 5.13 \
    synth-seq-area-share_pct 53.1 \
    required_worst_endpoint_ns 84.40 \
    wl_per_cell_um 23.1 \
    cts-root-buf "sky130_fd_sc_hd__clkbuf_16" \
    seq_power_share_pct 53.0 \
    hold_path_startpoint "debounce.dec.step[0]" \
    end_kind "output port" \
    outcome "complete, no violations" \
    finish.instance_area_mm2 0.167 \
    synth_top_area_share_pct 51.5 \
    post_cts_hold_buffer_count 0 \
    fp-utilization_pct 30.2 \
    via_count 87900 \
    grt_pass1_vias 90100 \
    clkSlewWorstSetupHoldPaths_ns 0.05 \
    synthTopCellsByCount "sky130_fd_sc_hd__mux2_2, sky130_fd_sc_hd__edfxtp_1, sky130_fd_sc_hd__mux2i_1" \
    postSynthAreaPerCell_um2 14.3 \
    clock-skew-final_ns 0.0796 \
    post_synth_main_area_contributors "sky130_fd_sc_hd__edfxtp_1, sky130_fd_sc_hd__mux2_2, sky130_fd_sc_hd__mux2i_1" \
    synthFlopType "sky130_fd_sc_hd__edfxtp_1" \
    grt.overflow.total 0 \
    setup.reg_to_reg.worst_slack_ns 98.33 \
    site_rows 257 \
    placed_area_mm2 0.158 \
    int_power_mw 1.70 \
    cts_buffers 302 \
    postSynthCellCount 10400 \
    wirelength_mm 396 \
    area_delta_synth_final_pct 12.5 \
    regToRegEndpoint "jstk.x[0]" \
    worst_ir_drop_vdd_uv 12.9 \
    async_flop_share_pct 0 \
    min_path_type "reg2reg" \
    place_congestion 0.881 \
    synth_warnings 1 \
    die_area_mm2 0.497 \
    setup_viol 0 \
    layout_setup_ws_ns 75.20 \
    edf_count 2543 \
    area_of_the_synthesized_netlist_per_yosys_stat_mm2 0.148 \
    highest_layer "met5" \
    number_of_antenna_violations_at_the_first_check_in_global_routing 13 \
    rsz0062_at_grt "false" \
    global_route.usage.total_pct 16.5 \
    worstMarginPinSlew_ns 1.29 \
    number_of_clock_sinks 2656 \
    clk_latency_ns 0.97 \
    leakagePower_nw 57.4 \
    power.density_mw_per_mm2 12.9 \
    power_frac_comb_pct 0 \
    slowest_delay_ns 0.72 \
    ioPinCount 25 \
    synth.yosys.num_cells 10400 \
    synth.cell_area_mm2 0.148 \
    post_route_cells_drive_above_1_share_pct 38.5 \
    worstPathMaxFanout 18 \
    post-route-period-util_pct 28.7 \
    die.size.x_um 705 \
    pre_cts_ws_ns 76.17 \
    post_cts_resize_count 0 \
    post_synthesis_register_bit_count 2656 \
    drt_iter0_drc 5397 \
    startpoint_class "flip-flop" \
    drt-met1-wl_mm 168 \
    top_cell "sky130_fd_sc_hd__mux2_2" \
    p_switching_uw 445 \
    fmax_ghz 0.0330 \
    setup_total_neg_slack_ns 0 \
    timing.rr.start "jstk.internal_x[4]" \
    critical_path_class "reg2out" \
    route.antenna.remaining_nets 0 \
    holdPathEnd "debounce.dec.pressed" \
    switching_share_pct 20.7 \
    dp.final_hpwl_mm 250 \
    grt_max_degree 130 \
    reg2reg_depth 22 \
    numPortBuffers 23 \
    fillerInstances 46900 \
    final_util_pct 34.0 \
    synthDistinctLibCells 107 \
    finalWorstPathRequiredPeriod_ns 30.30 \
    slowest_stage "sky130_fd_sc_hd__nor2_1" \
    yosys.area.top_type "sky130_fd_sc_hd__edfxtp_1" \
    cts_tree "yes" \
    share_clk_of_total_power_pct 47.0 \
    cts_setup_buffers 0 \
    met3RoutedLength_mm 40.2 \
    openroad.warnings 81 \
    die_h_um 705 \
]
## final cells by class
cell class	count	area [um2]	share of cell area, %
diodes	4	10.0	0.00600
clock buffers	372	7960	4.77
clock inverters	160	1220	0.730
inverters	94	360	0.216
multi-input cells	6956	67100	40.2
flip-flops and latches	2656	78700	47.2
well taps	6475	8100	4.86
repair buffers	424	3380	2.03
## per-stage QoR
| stage | total power, mW | hold WS [ns] | instances |
|---|---|---|---|
| detailed placement | 1.16 | 0.396 | 16600 |
| floorplan | 1.16 | 0.383 | 10400 |
| finish | 2.15 | 0.405 | 17100 |
| global route | 2.21 | 0.400 | 17100 |
| CTS | 2.17 | 0.401 | 17100 |
| global placement | 1.16 | 0.390 | 16600 |
## cell usage in the layout, fill, tap and decap left out, drive strengths merged, types with 18 or more instances in the layout
master         Yosys  layout
nand4             48      48
nor3              57      57
a211oi            29      29
nor2             568     568
o22ai             23      23
and2              28      28
xor2              65      65
nor4              25      25
mux2i           1205    1205
or2               18      18
inv               88     101
edfxtp          2543    2543
ha               235     235
clkbuf           560     372
and3              71      71
mux2            3003    3003
mux4             200     200
o21a              49      49
a31oi             56      56
nand3            108     108
clkdlybuf4s50      0      23
o211ai            21      21
dfxtp            113     113
buf              119     401
a21oi            167     167
nor2b             63      63
clkinv             6     129
nand2            246     246
xnor2            168     168
o21ai            182     182
nand2b            62      62
## how the worst max path moves through the flow
stage | slack (ns) | endpoint | startpoint | cells after the start
6_report | 75.20 | vgaRed[2] | jstk.x[3] | 26
5_1_grt | 74.66 | vgaBlue[0] | jstk.y[2] | 26
4_1_cts | 75.12 | vgaBlue[1] | jstk.x[1] | 27
## state kept, by name (all words and copies together) (netlist names), 8 cells and up, named ones only
name / flops
debounce.switch_instantiation.s.state: 8
debounce.switch_instantiation.s.step: 16
divider.counter: 32
jstk.internal_x: 18
jstk.internal_y: 18
memory.image: 2400
spi_controller.data: 40
spi_divider.counter: 32
vga_controller.hc: 10
vga_controller.vc: 10
vga_divider.counter: 32
## worst max-delay path, delay by kind of cell (launching register included)
family	cells	cell delay, ns
AND/OR/NAND/NOR	6	1.52
AND-OR/OR-AND	8	1.92
adder cells (fa/ha/maj)	2	0.83
buffers and inverters	5	1.77
multiplexers	5	1.80
flip-flops	1	0.37
## cell families (layout without fill, tap and decap cells)
kind of cell | count (synthesis) | in the layout | share of synthesized area (%)
buffers and inverters | 773 | 1050 | 1.99
muxes | 4408 | 4408 | 34.0
adders and majority gates | 243 | 243 | 2.09
AOI/OAI and AO/OA | 700 | 700 | 3.10
DFF | 2656 | 2656 | 53.1
other | 1 | 5 | 0.00253
and+or+nand+nor | 1371 | 1371 | 4.39
xor gates and xnor gates | 233 | 233 | 1.38
## power by group through the flow
| stage | sequential [mW] | clock (mW) | combinational (mW) |
|---|---|---|---|
| finish | 1.14 | 1.01 | 0.000600 |
| global route | 1.14 | 1.07 | 0.000648 |
| CTS | 1.14 | 1.04 | 0.000628 |
## metal layers
metal | vias up | GRT usage [%]
met4 | 14 | 3.57
met3 | 521 | 7.33
met2 | 2214 | 24.2
met5 | - | 0
li1 | 40300 | -
met1 | 44900 | 23.5
Power is estimated from default activity; no workload was simulated.
